### design.v
`timescale 1ns/1ns
module fifo(clock,reset,pin,sin,din,pout,dout, TM, SI, S0);
input clock,reset; 
input pin, sin; 
input [8:0] din;
output pout ; 
output [8:0] dout;
output S0;
input TM, SI; 
reg full,empty ;  
reg mem_write, mem_read; 
reg [4:0] full_w,memw,full_r,memr; 
reg pout;
assign S0 = memw[4] ; 
mem32x9 mem (.clock   (clock),
             .waddr (memw), 
             .wdata (din), 
             .write (mem_write),
             .raddr (memr), 
             .rdata (dout)
            );
always @ (*)
begin
  if((memw + 1) == memr)
    full = 1'b1 ;
  else 
    full = 1'b0 ; 
  if(memw == memr)
    empty = 1'b1 ;
  else 
    empty = 1'b0 ; 
  mem_write = pin & !full ;
  mem_read = !sin & !empty;
  if(mem_write) 
    full_w = memw + 1'b1 ; else 
    full_w = memw  ;
  if(mem_read) 
    full_r = memr + 1'b1 ; else 
    full_r = memr  ;
  if(!empty)
    pout = 1'b1;
  else 
    pout = 1'b0;
end
always @ (posedge clock or posedge(reset))
begin
  if(reset) begin
    	memw <= 0;
  end else begin
 	memw <= #1 ( (TM)? ({memw[3:0], memr[4]}): full_w );
  end
end
always @ (posedge clock or posedge(reset))
begin
  if(reset) begin
    	memr <= 0;
  end else begin
   	memr <= #1 ( (TM)? ({memr[3:0], SI}): full_r );
  end
end
endmodule
`timescale 1ns/10ps
module mem32x9(input clock,input [4:0] waddr, 
    input [8:0] wdata, input write,
    input [4:0] raddr, output [8:0] rdata);
reg [8:0] mem[0:31];
reg [8:0] rdataf;
assign rdata = rdataf;
always @(*) begin
  rdataf <= #2 mem[raddr];
end
always @(posedge(clock)) begin
  if(write) begin
    mem[waddr]<=#2 wdata;
  end
end
endmodule
### config.mk
export PLATFORM = sky130hd
export DESIGN_NAME = fifo
export DESIGN_NICKNAME = fifo
export VERILOG_FILES = /design/flow/design.v
export SDC_FILE = /design/flow/constraint.sdc
export NUM_CORES = 4
export LEC_CHECK = 1
export CORE_UTILIZATION = 30
### run.sh
#!/bin/bash
# OpenROAD 26Q1-2900-gdf79404cd8, Yosys 0.63+post, stock flow scripts
make -C /OpenROAD-flow-scripts/flow DESIGN_CONFIG=/design/flow/config.mk WORK_HOME=/design/flow/orfs finish
### constraint.sdc
current_design fifo

set clk_period 10.9
set clk_io_pct 0.2

create_clock -name clk0 -period $clk_period [get_ports {clock}]

set non_clock_inputs [all_inputs -no_clocks]
set_input_delay [expr $clk_period * $clk_io_pct] -clock clk0 $non_clock_inputs
set_output_delay [expr $clk_period * $clk_io_pct] -clock clk0 [all_outputs]
==> flow_summary.yaml <==
# synthesis and place-and-route metrics
outcome:
  run_status: "complete, no violations"
place:
  gp_congestion: 0.7891
  io_buffer_count: 25
  half_perimeter_wire_length_after_placement_um: 15770
yosys:
  syn_avg_cell_area_um2: 21.69
  synth-warning-count: 2
  yosys.area.top_type_share_pct: 72.64
  edf_count: 288
  synth_stat.cells: 549
  synth_flop_count: 298
  postSynthCellCount: 549
  synthesis.area_um2: 11910
  yosys.area.top_type: "sky130_fd_sc_hd__edfxtp_1"
  netlist.top_cell.by_instances: "sky130_fd_sc_hd__edfxtp_1"
  synthArstFlopShare_pct: 3.356
  ys_seq_share_pct: 74.75
  post_synth_most_frequent_cells: "288 x sky130_fd_sc_hd__edfxtp_1, 90 x sky130_fd_sc_hd__mux4_2, 35 x sky130_fd_sc_hd__nor2_1"
  yosysChipArea_um2: 11910
  flop_cell: "sky130_fd_sc_hd__edfxtp_1"
  netlist-cell-type-count: 38
  netlist_top_cells_area: "sky130_fd_sc_hd__edfxtp_1 73%, sky130_fd_sc_hd__mux4_2 17%, sky130_fd_sc_hd__dfrtp_1 2.1%"
clock_tree:
  buffer_count_from_post_cts_setup_fixing: 0
  clk_pin_slew_ns: 0.06
  cts_max_level: 1
  clock_tree.buffer_depth: 3
  clk_latency_ns: 0.55
  cts_sink_count: 298
  post_cts_resize_count: 0
  cts_hold_repair.buffers: 0
  cts_inserted_buffers: 29
  tritoncts: "done"
  cts_root_buf: "sky130_fd_sc_hd__clkbuf_16"
sta:
  timing_hold_violations_final: 0
  max_fclk_mhz: 153.6
  totalNegativeSetupSlack_ns: 0
  max-slew-margin-rel_pct: 38.79
  setup_violations_final: 0
  grt_setup_unrepaired: "no"
  finalClockPeriodUsage_pct: 59.72
  final_max_slew_violation_tally: 0
  final_period_minus_worst_setup_slack_ns: 6.510
  worst-slew-pin-transition_ns: 0.9148
  hold_slack_ns: 0.6742
  worst_clock_skew_ns: 0.009390
power:
  power_density_nw_per_um2: 220.6
  cell_internal_pwr_mw: 2.283
  seqPwrFrac_pct: 44.4
  power_leakage_nw: 4.374
  netSwitchingPower_uw: 808.3
  clock_power_share_pct: 34.2
  worst_ir_drop_vdd_uv: 155.9
  share_comb_of_total_power_pct: 21.4
  netSwitchingFraction_pct: 26.14
routing:
  ant_nets: 0
  drt_iter0_markers: 405
  total_antenna_diodes_in_the_routed_design: 0
  routed_vias: 5573
  drtPass1Iterations: 4
  drc_errors: 0
  drt_wl_total_um: 26260
  post_drt_via_cell_ratio: 4.800
  post_drt_wl_per_cell_um: 22.62
grt:
  globalRoute.totalOverflow: 0
  maximum_number_of_pins_on_one_net_before_global_route_repair: 46
  antenna_found_initial: 0
  groute.usage.overall_pct: 14.34
  grt_pass1_wl_um: 39430
  first_global_vias: 6178
min_path:
  class_of_the_worst_hold_path: "reg2reg"
  timing.hold.worst_endpoint: "memr[3]"
  min_from: "memr[2]"
  hold_path_depth: 2
floorplan:
  dieHeight_um: 201.2
  placement_rows: 72
  core-area_um2: 38920
  chipWidth_um: 201.2
  chip_area_um2: 40490
  fp-utilization_pct: 30.59
  ioPinCount: 26
setup_path:
  worst_ep_arrival_time_ns: 4.33
  cp-start-kind: "register"
  worst_setup_path_end_kind: "output port"
  r2r_end: "mem.mem[5][2]"
  reg2reg_from: "memw[2]"
  r2r_setup_slack_ns: 7.43
  worst-r2r-cell-count: 6
  worstSetupPathType: "reg2out"
  worstPathRequired_ns: 8.72
  worstPathMaxFanout: 34
layout:
  p_r_area_growth_vs_syn_pct: 17.73
  final_layout_size_suffix_gt1_share_pct: 32.04
flow_run:
  openroad.warnings: 28
  drv.max_cap_violation_count: 0
## logic make-up after synthesis
family	count (synthesis)	synth area share, %
flip-flops	298	74.75
adder cells (fa/ha/maj)	5	0.5255
AND-OR/OR-AND	27	1.524
buffers and inverters	38	1.608
multiplexers	102	18.13
AND/OR/NAND/NOR	69	2.733
XOR/XNOR	10	0.7356
## registers in the layout, indices dropped and copies added (netlist names)
register	cells
mem.mem	288
memr	5
memw	5
## power groups by stage
stage	combinational [mW]	sequential [mW]	clock, mW
CTS	0.681	1.37	1.08
finish	0.662	1.37	1.06
global route	0.725	1.38	1.12
## per-stage QoR
stage	worst slack, ns	cell area (um2)	total power [mW]	cells	util, %
final	4.390	14020	3.092	1161	36.01
after global routing	4.102	14020	3.222	1161	36.01
after CTS	4.286	14020	3.131	1161	36.01
after detailed placement	4.878	12990	2.071	1107	33.39
after global placement	4.883	12990	2.072	1107	33.39
after floorplan	6.746	11910	1.803	549	-
## worst max-delay path by stage
stage / start / endpoint / slack (ns) / depth (start not counted)
CTS: memr[0] / dout[0] / 4.29 / 6
global route: memr[0] / dout[5] / 4.10 / 6
finish: memr[0] / dout[0] / 4.39 / 6
## critical path, stage by stage, from the launching register on
cell and delay [ns]:
sky130_fd_sc_hd__dfrtp_4 0.57, sky130_fd_sc_hd__buf_4 0.60, sky130_fd_sc_hd__buf_4 0.67, sky130_fd_sc_hd__mux4_2 0.58, sky130_fd_sc_hd__mux4_2 0.53, sky130_fd_sc_hd__mux2_2 0.31
sky130_fd_sc_hd__clkdlybuf4s50_1 0.42
## final cells by class
cell class | instances | area [um2]
inverter | 6 | 22.52
clock inverter | 24 | 292.8
sequential | 298 | 8905
clock buffer | 30 | 729.5
multi-input combinational | 213 | 2815
fill | 3563 | 24900
tap | 518 | 648.1
timing repair buffer | 72 | 603.1
## routing by layer
layer  up-vias  wire (um)  track usage (%)
met3        28       4219            10.05
met1      2802       9605            18.81
met2       310      12000            20.71
met5         -          0           0.7143
li1       2433          -                -
met4         0        439            2.110
## cell usage in the layout (no fill, tap or decap), drive strengths merged, types with 2 or more instances in the layout
cell type	instances
edfxtp	288
mux4	90
buf	47
nor2	35
clkbuf	30
clkdlybuf4s50	25
clkinv	15
nand2	12
dfrtp	10
mux2	9
nand3	9
inv	7
xnor2	6
a21oi	6
bufinv	6
ha	5
o21ai	5
xor2	4
a211oi	4
nand3b	4
o211ai	4
mux2i	3
nand4	2
a31oi	2
or3b	2
clkinvlp	2
No activity file was given, so power comes from the tool's default toggle rates.
